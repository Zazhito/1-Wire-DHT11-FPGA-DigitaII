**./design.v**
```verilog
module DivisorFrecuencia (
  input wire clk,
  input wire reset,
  output wire out
);
  reg clk_1M = 0;
  reg [31:0] cntr_1M = 32'b0;
  parameter period_1M = 25;
  always @ (posedge clk) begin
        cntr_1M <= cntr_1M + 1;
        if (cntr_1M == period_1M) begin
            clk_1M <= ~clk_1M;
            cntr_1M <= 32'b0;
        end
  end
  assign out = clk_1M;
endmodule
```
**./run.sh**
```bash
#!/bin/bash
# OpenROAD 26Q1-2900-gdf79404cd8, Yosys 0.63+post, stock flow scripts
make -C /OpenROAD-flow-scripts/flow DESIGN_CONFIG=/design/flow/config.mk WORK_HOME=/design/flow/orfs finish
```
**./config.mk**
```make
export PLATFORM = sky130hd
export DESIGN_NAME = DivisorFrecuencia
export DESIGN_NICKNAME = DivisorFrecuencia
export VERILOG_FILES = /design/flow/design.v
export SDC_FILE = /design/flow/constraint.sdc
export NUM_CORES = 4
export LEC_CHECK = 1
export CORE_AREA = 10 10 105 105
export DIE_AREA = 0 0 115 115
```
**./constraint.sdc**
```tcl
current_design DivisorFrecuencia

set clk_period 5.5
set clk_io_pct 0.2

create_clock -name clk0 -period $clk_period [get_ports {clk}]

set non_clock_inputs [all_inputs -no_clocks]
set_input_delay [expr $clk_period * $clk_io_pct] -clock clk0 $non_clock_inputs
set_output_delay [expr $clk_period * $clk_io_pct] -clock clk0 [all_outputs]
```
==> job_summary.md <==
### Metrics collected by this job

| Metric | Value |
|---|---|
| Worst Hold Class | reg2reg |
| Peak supply drop | 0.0001188 V |
| Chip Area, Yosys | 0.001384 mm^2 |
| CTS root buf | clkbuf_8 |
| Ys flops | 33 |
| Critical Path RT | 4.40 ns |
| Rows | 34 |
| Layout cell share with drive strength beyond 1 | 7.534% |
| Yosys cell types | 25 |
| Core Box Area | 0.008763 mm^2 |
| Clock sink count | 33 |
| Switch share | 19.36% |
| Final hold violations | 0 |
| Seq. cell area | 670.6 um^2 |
| Relative slew slack | 41.24% |
| # resized after CTS | 0 |
| N_diodes | 0 |
| Logic area | 694.4 um^2 |
| Chip width | 115 um |
| Crit end category | primary output |
| Max cap viols | 0 |
| Post-route ant nets | 0 |
| Setup-failing EPs final | 0 |
| Finished Core Util | 18.32% |
| Vias per cell | 3.772 |
| TNS Setup | 0 ns |
| Yosys stat cell total | 138 |
| Final Wtd Congestion | 0.8125 |
| CP max stage delay | 0.49 ns |
| Cts hold-fix bufs | 0 |
| P_sw | 0.00007915 W |
| Tool Warnings | 27 |
| GRT Total Usage | 3.892% |
| Die Area | 0.01323 mm^2 |
| Number of global-route vias before repair | 941 |
| Via Count | 958 |
| Drt initial violations | 86 |
| CP bufs+invs | 1 |
| Path type of the worst setup path | reg2out |
| Worst Tran Pin Value | 0.8781 ns |
| Tot Pwr | 0.0004089 W |
| CP cell instances | clkdlybuf4s50_1 |
| Post-DP HPWL | 1.642 mm |
| Worst Setup Start Kind | flip-flop |
| Mapped Area | 0.001384 mm^2 |
| Seq share, synth | 48.46% |
| Layout Skew | 0.002190 ns |
| Count of buffers from port buffering | 1 |
| Area delta synth->final | 16.00% |
| Final period utilization | 40.11% |
| Max Slew Vio Count | 0 |
| Fin crit period | 2.206 ns |
| Hold Slack | 0.4663 ns |
| Avg Cell Area, Syn | 10.03 um^2 |
| Drt wl/cell | 9.504 um |
| Pint | 0.0003297 W |
| Final WL | 2.414 mm |
| Largest net degree at the start of global routing | 13 |
| CTS Buffer Depth | 2 |
| Crit path arrival time | 1.11 ns |
| I/O pin count | 3 |
| Setup bufs post-CTS | 0 |
| Combinational share of power | 0% |
| Leak | 0.5175 nW |
| Fill count | 965 |
| Late-Pin Clk Latency | 0.27 ns |
| Worst-path fanout max | 2 |
| Cell family with most CP delay | buffers and inverters |
| Congestion Overflow GR | 0 |
| Total CTS buffers | 5 |
| Worst-path clk slew | 0.06 ns |
| Status | finished, final reports clean |
| H-tree Lvls | 2 |
| PwrDens | 254.7 mW/mm^2 |
| CTS tree | built |
| Reg power frac | 58.7% |
| DRC viols | 0 |
| Synth Instances | 138 |
| Initial antenna violation count | 0 |
| Clock power share | 41.3% |
| Fmax | 453.3 MHz |
| Yosys warning count | 1 |
| Slowest-stage cell, CP | clkdlybuf4s50_1 |
| Pre-antenna DRT Iters | 6 |
| Die y size | 115 um |
| First-pass GRT wire length | 4.388 mm |
| Floorplan utilization | 15.79% |
| RSZ-0062 raised after global routing | false |
-- stage by stage --
stage / worst slack (ns) / instance area, um^2 / cells
after CTS: 3.275 / 1605 / 254
after floorplan: 3.671 / 1384 / 138
after global routing: 3.248 / 1605 / 254
final: 3.294 / 1605 / 254
after global placement: 3.546 / 1525 / 246
after detailed placement: 3.524 / 1525 / 246
-- cells in the mapped netlist --
| library cell | instances | area [um^2] |
|---|---|---|
| dfxtp_1 | 32 | 640.6 |
| xnor2_1 | 22 | 192.7 |
| nand3_1 | 12 | 60.06 |
| nand4_1 | 12 | 75.07 |
| nor2_1 | 11 | 41.29 |
| nand2_1 | 8 | 30.03 |
| xor2_1 | 8 | 70.07 |
| and3_1 | 5 | 31.28 |
| inv_1 | 4 | 15.01 |
| nor4_1 | 4 | 25.02 |
| and2_1 | 2 | 12.51 |
| and4_1 | 2 | 17.52 |
| ha_1 | 2 | 25.02 |
| nor3_1 | 2 | 10.01 |
| or4_4 | 2 | 22.52 |
| clkbuf_1 | 1 | 3.750 |
| edfxtp_1 | 1 | 30.03 |
| nand3_2 | 1 | 10.01 |
| nor2b_1 | 1 | 6.260 |
| nor3_2 | 1 | 10.01 |
| nor3_4 | 1 | 16.27 |
| nor4_2 | 1 | 12.51 |
| nor4b_1 | 1 | 8.760 |
| or4_1 | 1 | 7.510 |
| or4b_1 | 1 | 10.01 |
-- metal layers --
metal	part of all wire, %	global-route usage, %	up-vias
met5	0	0	-
met4	0.75	0.8251	0
met3	5.1	1.055	2
met2	41	5.706	16
met1	53	5.632	437
li1	-	-	503
-- cell families (layout without fill, tap and decap cells) --
family | after synthesis | in the layout | share of synthesized area (%)
fa+ha+maj | 2 | 2 | 1.808
simple gates | 68 | 68 | 29.39
xor+xnor | 30 | 30 | 18.99
buf+inv | 5 | 13 | 1.356
flops | 33 | 33 | 48.46
-- placed cells by master, fill, tap and decap left out, types with 3 or more instances in the layout --
cell type,count
nor4_1,4
xnor2_1,22
and3_1,5
clkbuf_1,3
nor2_1,11
nand2_1,8
nand3_1,12
nand4_1,12
inv_1,4
dfxtp_1,32
xor2_1,8
clkbuf_8,5
-- worst paths after layout --
kind	start	to	slack, ns	cells after the start
worst max-delay path	clk_1M$_DFFE_PN_	out	3.29	1
worst max register to register	cntr_1M[19]$_SDFF_PN0_	clk_1M$_DFFE_PN_	3.55	3
worst min-delay path	cntr_1M[31]$_SDFF_PN0_	cntr_1M[31]$_SDFF_PN0_	0.47	1
worst min register to register	cntr_1M[31]$_SDFF_PN0_	cntr_1M[31]$_SDFF_PN0_	0.47	1
-- registers in the layout, indices dropped and copies added (netlist names) --
register / cells
cntr_1M: 32
clk_1M: 1
-- area by class of cell --
type | instances | area share (%)
Timing Repair Buffer | 1 | 0.6235
Multi-Input combinational cell | 100 | 43.26
Clock buffer | 8 | 4.988
Sequential cell | 33 | 41.78
Tap cell | 108 | 8.418
Inverter | 4 | 0.9353
-- power by group through the flow --
stage     clock [W]  sequential (W)  combinational [W]
5_1_grt    0.000189        0.000240     0.000000000209
6_report   0.000169        0.000240     0.000000000209
4_1_cts    0.000176        0.000240     0.000000000209
Power and IR drop assume default switching activity.
